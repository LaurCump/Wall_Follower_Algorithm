## config.mk

```make
export PLATFORM = sky130hd
export DESIGN_NAME = maze
export DESIGN_NICKNAME = maze
export VERILOG_FILES = /design/flow/design.v
export SDC_FILE = /design/flow/constraint.sdc
export NUM_CORES = 4
export LEC_CHECK = 1
export CORE_UTILIZATION = 40
```

## run.sh

```bash
#!/bin/bash
# OpenROAD 26Q1-2900-gdf79404cd8, Yosys 0.63+post, stock flow scripts
make -C /OpenROAD-flow-scripts/flow DESIGN_CONFIG=/design/flow/config.mk WORK_HOME=/design/flow/orfs finish
```

## design.v

```verilog
`timescale 1ns / 1ps
module maze(
	input 						     clk,
	input [maze_width-1 : 0]     starting_col, starting_row,
	input                        maze_in,
	output reg[maze_width-1 : 0] row, col,
	output reg                   maze_oe,
	output reg                   maze_we,
	output reg                   done);
parameter maze_width = 6;
parameter RIGHT = 0;
parameter DOWN  = 1;
parameter LEFT  = 2;
parameter UP    = 3;
reg [maze_width-1 : 0] row_prev, col_prev;		 
reg [maze_width-1 : 0] row_next, col_next; 		 
reg [maze_width-1 : 0] row_right, col_right;			 
reg [4:0] state = 0, next_state;		 
reg [1:0] direction;		 
always @(posedge clk) begin
	if (done == 0)
		state <= next_state;
end
always@(*) begin
	maze_oe = 0;
	maze_we = 0;
	done = 0;
	case(state)
		0: begin	 
			direction = RIGHT; 	 
			row = starting_row; 
			col = starting_col;
			row_prev = starting_row;
			col_prev = starting_col;
			maze_we = 1; 	 
			next_state = 1;
		end
		1: begin		 
			if (direction == RIGHT) begin
				col = col + 1;
			end
			if (direction == DOWN) begin
				row = row + 1;
			end
			if (direction == LEFT) begin
				col = col - 1;
			end
			if (direction == UP) begin
				row = row - 1;
			end
			maze_oe = 1;	 
			next_state = 2;
		end
		2: begin 	 
			if (maze_in == 0) begin 	 
				row_prev = row;
				col_prev = col;
				maze_we = 1;
				next_state = 3;
			end
			if (maze_in == 1) begin 	 
				row = row_prev;
				col = col_prev;
				case(direction)
					RIGHT: direction = DOWN;
					DOWN:  direction = LEFT;
					LEFT:  direction = UP;
					UP:    direction = RIGHT;
				endcase
				next_state = 1;
			end
		end
		3: begin 	 
			case(direction)
				RIGHT: begin 	 
					row_prev = row;
					col_prev = col;
					row_next = row;
					col_next = col + 1;
					row_right = row + 1; 
					col_right = col;
				end
				DOWN: begin 	 
					row_prev = row;
					col_prev = col;
					row_next = row + 1;
					col_next = col;
					row_right = row; 
					col_right = col - 1;
				end
				LEFT: begin 	 
					row_prev = row;
					col_prev = col;
					row_next = row;
					col_next = col - 1;
					row_right = row - 1; 
					col_right = col;
				end
				UP: begin 	 
					row_prev = row;
					col_prev = col;
					row_next = row - 1;
					col_next = col;
					row_right = row; 
					col_right = col + 1;
				end
			endcase
			row = row_right;
			col = col_right;
			maze_oe = 1;
			next_state = 4;
		end
		4: begin 	 
			if (maze_in == 0) begin				
				if (row == 0 || col == 0 || row == 63 || col == 63) begin 	 
						row_prev = row;
						col_prev = col;
						maze_we = 1;
						next_state = 7;   
				end
				else begin	 
					row = row_right;
					col = col_right;
					case(direction)
						RIGHT: direction = DOWN;
						DOWN:  direction = LEFT;
						LEFT:  direction = UP;
						UP:    direction = RIGHT;
					endcase
               maze_we = 1;
					next_state = 3;
				end
			end		
			if (maze_in == 1) begin 	 
				next_state = 5;
			end
		end
		5: begin		 
			row = row_next;
			col = col_next;
			maze_oe = 1;
			next_state = 6;
		end
		6: begin 		 
			if (maze_in == 0) begin
				if (row == 0 || col == 0 || row == 63 || col == 63) begin	 
					row_prev = row;
					col_prev = col;
					maze_we = 1;
					next_state = 7; 	 
				end
				else begin	  
					maze_we = 1;
					next_state = 3;
				end
			end
			if (maze_in == 1) begin    
				row = row_prev;
				col = col_prev;
				case(direction)
					RIGHT: direction = UP;
					DOWN:  direction = RIGHT;
					LEFT:  direction = DOWN;
					UP:    direction = LEFT;
				endcase
				next_state = 3;
			end
		end
		7: begin  	 
			done = 1;
		end
		default: ;
	endcase
end
endmodule
```

## constraint.sdc

```tcl
current_design maze

set clk_period 1.4
set clk_io_pct 0.2

create_clock -name clk0 -period $clk_period [get_ports {clk}]

set non_clock_inputs [all_inputs -no_clocks]
set_input_delay [expr $clk_period * $clk_io_pct] -clock clk0 $non_clock_inputs
set_output_delay [expr $clk_period * $clk_io_pct] -clock clk0 [all_outputs]
```

==> qor.csv <==
metric;value;unit
clk_pin_slew;0.03;ns
yosysChipArea;4060;um^2
die_width;103;um
grt-ovfl-total;0;
routedLengthMet1;6080;um
crit_path_max_fanout;2;
drt.antenna.violating_nets;0;
num_vias;4332;
core_util_floorplan;41.3;%
critPathRequiredTime;1.12;ns
routed-wl-met2;6290;um
root_buffer;sky130_fd_sc_hd__clkbuf_8;
post_synth_inst_count;551;
routed_wl;13700;um
grt_pass1_wl;21600;um
cts_inserted_buffers;3;
clockBufferDepth;2;
p_total;0.518;mW
die-area;10600;um^2
routabilityCongestion;1.01;
hold_depth;2;
critical_path_class;flip-flop to output pin;
endpoints_left_unconstrained;68;
io_buffer_count;28;
detailed_place_hpwl;9420;um
tally_of_yosys_warning_messages;235;
synth.yosys.num_cells;551;
run_status;complete, no violations;
drv.max_cap_violation_count;0;
setup_violations;0;
yosys.cell_types.count;82;
mappedNetlistArea;4060;um^2
r2r_slack;0.35;ns
timing.slew.headroom;30.9;%
initialDrtViolationCount;310;
count_of_library_flops_with_an_enable_pin;3;
hold_start;state[0];
total_met3_wirelength_after_detailed_routing;1040;um
hold_class;flip-flop to flip-flop;
grt_util_all_layers;27.2;%
route.detailed.wl_per_inst;20.0;um
tightestPinTransition;1.03;ns
reg2reg_from;state[2];
clock_latency;0.22;ns
worst_slack;0.0140;ns
unclocked_regs;53;
clock-skew-final;0.00229;ns
worst_hold_endpoint;state[2];
area_growth_syn_to_layout;11.6;%
top_layer_used;met4;
synth-seq-cells;56;
preCtsSetupSlack;-0.224;ns
worst_setup_path_start_kind;flip-flop;
final_layout_setup_total_negative_slack;0;ns
floorplan.die.height;103;um
fill_cells;999;
whs;0.846;ns
finalMaxSlewViolations;0;
maximum_number_of_pins_on_one_net_before_global_route_repair;53;
antenna_cells;0;
grt_pass1_vias;4041;
warnings;34;
fp-row-count;36;
holdBufCountCts;0;
worstPathArrival;1.11;ns
leakage;1.75;nW
layout_min_cycle_time;1.39;ns
syn-mean-instance-area;7.36;um^2
regToRegEndpoint;state[0];
power-per-cell-area;114;nW/um^2
routed_via_density;6.31;
maximum_ir_drop_on_the_vdd_rail;0.118;mV
final-hold-violation-count;0;
io_pins;29;
ratio_of_cells_with_drive_above_1_in_the_final_layout;11.9;%
yosys_most_used_dff;sky130_fd_sc_hd__dlxtn_1;
fin_crit_sh;99.0;%
worstRegToRegCells;3;
postSynth.asyncResetShare;0;%
rsz0062_at_grt;true;
core;9820;um^2
antenna_found_initial;0;
ctsHtreeMaxLevel;1;
maxClockFrequency;722;MHz
worstSetupEndpointType;output pin;
clock_tree_from_tritoncts;yes;
drtPass1Iterations;5;
detail_route.drc_violations;0;
-- through the flow --
stage	std cells	utilization (%)	cell area [um^2]
final	687	46.1	4530
after global routing	687	46.1	4530
after CTS	686	46.0	4520
after detailed placement	675	44.7	4390
after global placement	675	44.7	4390
after floorplan	551	-	4060
-- cells by family after synthesis --
kind of cell / after synthesis / share of synthesized area (%)
adder cells (fa/ha/maj): 13 / 4.01
latches: 53 / 19.6
multiplexers: 15 / 4.26
XOR/XNOR: 17 / 4.35
AND-OR/OR-AND: 191 / 34.5
flip-flops: 3 / 2.22
AND/OR/NAND/NOR: 178 / 22.4
buffers and inverters: 81 / 8.60
-- layout by cell type, fill, tap and decap left out, types with 5 or more instances in the layout --
cell type / count
sky130_fd_sc_hd__a21oi_1: 42
sky130_fd_sc_hd__nor2b_1: 5
sky130_fd_sc_hd__dlxtp_1: 24
sky130_fd_sc_hd__a211oi_1: 6
sky130_fd_sc_hd__mux2i_1: 9
sky130_fd_sc_hd__o211ai_1: 8
sky130_fd_sc_hd__nand3_1: 21
sky130_fd_sc_hd__buf_4: 22
sky130_fd_sc_hd__a311oi_1: 7
sky130_fd_sc_hd__o221ai_1: 5
sky130_fd_sc_hd__xnor2_1: 12
sky130_fd_sc_hd__o21ai_0: 26
sky130_fd_sc_hd__a221oi_1: 6
sky130_fd_sc_hd__o21a_1: 8
sky130_fd_sc_hd__dlxtn_1: 29
sky130_fd_sc_hd__ha_1: 13
sky130_fd_sc_hd__a2111oi_0: 5
sky130_fd_sc_hd__nor2_1: 39
sky130_fd_sc_hd__a31oi_1: 5
sky130_fd_sc_hd__nor3_1: 15
sky130_fd_sc_hd__o22ai_1: 17
sky130_fd_sc_hd__clkdlybuf4s50_1: 25
sky130_fd_sc_hd__o32ai_1: 5
sky130_fd_sc_hd__nand2_1: 51
sky130_fd_sc_hd__nand4_1: 7
sky130_fd_sc_hd__inv_1: 24
-- flip-flops by register name, summed over array words and instances (netlist names) --
register    flops
col             6
col_next        6
col_prev        6
col_right       6
row             6
row_next        6
row_prev        6
row_right       6
next_state      3
state           3
direction       2
-- synthesized netlist by cell type, types with 4 or more instances --
master | instances | area [um^2]
sky130_fd_sc_hd__nand2_1 | 51 | 191
sky130_fd_sc_hd__a21oi_1 | 44 | 220
sky130_fd_sc_hd__nor2_1 | 39 | 146
sky130_fd_sc_hd__dlxtn_1 | 29 | 435
sky130_fd_sc_hd__o21ai_0 | 26 | 130
sky130_fd_sc_hd__inv_1 | 25 | 93.8
sky130_fd_sc_hd__dlxtp_1 | 24 | 360
sky130_fd_sc_hd__clkbuf_1 | 23 | 86.3
sky130_fd_sc_hd__nand3_1 | 22 | 110
sky130_fd_sc_hd__buf_2 | 18 | 90.1
sky130_fd_sc_hd__o22ai_1 | 17 | 106
sky130_fd_sc_hd__nor3_1 | 15 | 75.1
sky130_fd_sc_hd__ha_1 | 13 | 163
sky130_fd_sc_hd__xnor2_1 | 12 | 105
sky130_fd_sc_hd__buf_1 | 10 | 37.5
sky130_fd_sc_hd__mux2i_1 | 9 | 90.1
sky130_fd_sc_hd__o211ai_1 | 8 | 60.1
sky130_fd_sc_hd__o21a_1 | 8 | 60.1
sky130_fd_sc_hd__a311oi_1 | 7 | 61.3
sky130_fd_sc_hd__nand4_1 | 7 | 43.8
sky130_fd_sc_hd__a211oi_1 | 6 | 45.0
sky130_fd_sc_hd__a221oi_1 | 6 | 52.6
sky130_fd_sc_hd__a2111oi_0 | 5 | 43.8
sky130_fd_sc_hd__a31oi_1 | 5 | 31.3
sky130_fd_sc_hd__nor2b_1 | 5 | 31.3
sky130_fd_sc_hd__o221ai_1 | 5 | 43.8
sky130_fd_sc_hd__o32ai_1 | 5 | 43.8
sky130_fd_sc_hd__or2_2 | 5 | 31.3
sky130_fd_sc_hd__a21boi_0 | 4 | 30.0
sky130_fd_sc_hd__and2_1 | 4 | 25.0
sky130_fd_sc_hd__mux2_4 | 4 | 60.1
sky130_fd_sc_hd__o221a_2 | 4 | 45.0
sky130_fd_sc_hd__o22a_1 | 4 | 35.0
-- worst max-delay path, cell delays in order (launching register included) --
cell and delay (ns):
sky130_fd_sc_hd__edfxtp_1 0.39, sky130_fd_sc_hd__buf_6 0.14, sky130_fd_sc_hd__buf_6 0.11, sky130_fd_sc_hd__a21oi_4 0.14, sky130_fd_sc_hd__buf_2 0.10
-- routing by layer --
layer | GRT usage, % | up-vias
li1 | - | 2060
met1 | 39.5 | 2030
met2 | 43.3 | 214
met3 | 4.20 | 28
met4 | 5.93 | 0
met5 | 0 | -
-- power breakdown --
| group | switching (mW) | internal, mW |
|---|---|---|
| Combinational | 0.0658 | 0.0737 |
| Sequential | 0.0108 | 0.113 |
| Clock | 0.0599 | 0.194 |
-- cell type report --
cell class	count	area [um^2]	share of cell area, %
multi-input combinational	414	2850	63.0
sequential	56	886	19.6
tap	133	166	3.68
clock buffer	4	45.0	0.995
inverter	26	97.6	2.16
timing repair buffer	54	480	10.6
-- what timing repair did --
action	in CTS	in global routing
endpoints found under the setup margin	3	3
resized	17	2
buffers inserted	7	1
pin swaps	4	2
-- how the worst max path moves through the flow --
stage,from,end,slack (ns)
CTS,state[1],maze_oe,0.01
global route,state[2],maze_oe,-0.05
finish,state[2],maze_oe,0.01
Power is estimated from default activity; no workload was simulated.
